===== flow/config.mk =====
export PLATFORM = sky130hd
export DESIGN_NAME = divison
export DESIGN_NICKNAME = divison
export VERILOG_FILES = /design/flow/design.v
export SDC_FILE = /design/flow/constraint.sdc
export NUM_CORES = 4
export LEC_CHECK = 1
export CORE_AREA = 10 10 70 70
export DIE_AREA = 0 0 80 80

===== flow/constraint.sdc =====
current_design divison

set clk_period 1.0
set clk_io_pct 0.2

create_clock -name clk0 -period $clk_period [get_ports {i_clk}]

set non_clock_inputs [all_inputs -no_clocks]
set_input_delay [expr $clk_period * $clk_io_pct] -clock clk0 $non_clock_inputs
set_output_delay [expr $clk_period * $clk_io_pct] -clock clk0 [all_outputs]

===== flow/design.v =====
module adder_single_cycle(clk,rst,i_a,i_b,i_vld,int8_ip,o_res,o_res_vld,overflow);  
input clk,rst;
input [15:0] i_a,i_b;
input		 i_vld;
input		 int8_ip;
output reg [15:0] o_res;
output reg		  o_res_vld;
output overflow;
wire [9:0] mantissa_10,mantissa_20;
wire [9:0] mantissa_11,mantissa_21;
wire [10:0] mantissa_sum;
wire [7:0] mantissa_final;
wire [7:0]  exponent_final;
wire sign_res;
wire int8;
wire exception_a,exception_b,zero_a,zero_b;
wire [15:0] a,b;
wire [15:0] res;
assign a = i_a;
assign b = i_b;
always @(posedge clk)
begin
	if(rst)
	begin
		o_res <= 16'd0;
		o_res_vld <= 1'b0;
	end
	else 
	begin
		o_res <= res;
		o_res_vld <= i_vld;
	end
end
assign exception_a=(&a[14:7]);
assign exception_b=(&b[14:7]);
assign zero_a=!(|a[14:0]);
assign zero_b=!(|b[14:0]);
assign int8=int8_ip;
assign mantissa_10 = (int8 ? {a[7],a[7],a[7:0]} : (|a[14:7]) ? {3'b001,a[6:0]} : {3'b000,a[6:0]});		  
assign mantissa_20 = (int8 ? {b[7],b[7],b[7:0]} : (|b[14:7]) ? {3'b001,b[6:0]} : {3'b000,b[6:0]});
wire [7:0] exponent_res;
compare_and_shift cas(int8,mantissa_10,mantissa_20,a[14:7],b[14:7],exponent_res,mantissa_11,mantissa_21);
addition_s add(a[15],b[15],mantissa_11,mantissa_21,mantissa_sum);
normalisation_s norm(int8,a[7],b[7],mantissa_sum,exponent_res,mantissa_final,exponent_final,sign_res,overflow);
assign res=(exception_a?{a[15],8'hFF,7'b0}:exception_b?{b[15],8'hFF,7'b0}:overflow?(int8?(mantissa_final[7]?16'h7F:16'h80):{1'b0,8'hFF,7'b0}):zero_a?b:zero_b?a:int8?{exponent_final,mantissa_final}:{sign_res,exponent_final,mantissa_final[6:0]});
endmodule 
module addition_s(signa,signb,mantissa_11,mantissa_21,mantissa_sum);
input signa,signb;
input [9:0] mantissa_11,mantissa_21;
output [10:0] mantissa_sum;
wire [9:0] Mantissa_11,Mantissa_21;
assign Mantissa_11 = (signa?(-mantissa_11):mantissa_11);
assign Mantissa_21 = (signb?(-mantissa_21):mantissa_21);
assign mantissa_sum = Mantissa_11+Mantissa_21;  
endmodule 
module compare_and_shift(int8,mantissa_10,mantissa_20,ein_a,ein_b,exponent_res,mantissa_11,mantissa_21);
input [9:0] mantissa_10,mantissa_20;
input [7:0] ein_a,ein_b;
input int8;
output reg [7:0] exponent_res;
output reg [9:0] mantissa_11,mantissa_21 ;
always @(*)
begin
	if(ein_a==ein_b | int8==1'b1)
	begin
		 mantissa_11=mantissa_10;
		 mantissa_21=mantissa_20;
		 exponent_res=ein_a+8'd1;
	end
	else if(ein_a>ein_b)
	begin
		mantissa_11=mantissa_10;
		mantissa_21=(mantissa_20>>(ein_a-ein_b));
		exponent_res=ein_a+8'd1;
	end
	else
	begin
		mantissa_11=(mantissa_10>>(ein_b-ein_a));
		mantissa_21=mantissa_20;
		exponent_res=ein_b+8'd1;
	end
end
endmodule
module normalisation_s(int8,signa_int,signb_int,mantissa_sum,exponent_res,mantissa_final,exponent_final,sign_res,overflow);
input [10:0] mantissa_sum;
input [7:0] exponent_res;
input int8;
input signa_int,signb_int;
output reg [7:0] mantissa_final;
output reg [7:0] exponent_final;
output sign_res;
output reg overflow;
wire [10:0] Mantissa_sum;
assign sign_res=mantissa_sum[9];
assign Mantissa_sum=(mantissa_sum[9]?(-mantissa_sum):mantissa_sum);
always @(*)
begin
	overflow=0;
	if(Mantissa_sum[9:0]==10'b0)
	begin
		mantissa_final=8'b0;
		exponent_final=8'b0;
	end
	else if(int8)
	begin
		 mantissa_final=mantissa_sum[7:0];
		 exponent_final=8'b0;
		 if(((!signa_int)&(!signb_int)&mantissa_sum[7]) |(signa_int & signb_int & (!mantissa_sum[7])))
		 begin
			  overflow=1;
		 end
	end
	else
	begin
		mantissa_final=Mantissa_sum[8:1];
      exponent_final=exponent_res;
		repeat(8)
		begin
         if(mantissa_final[7]==0)
          begin
              mantissa_final=(mantissa_final<<1'b1);
              exponent_final=exponent_final-1'b1;
          end
		end
		if(exponent_final==8'b11111111)
		begin
			overflow=1;
		end
	end
end
endmodule
module divison(
	input i_clk,i_rst,
	input [15:0] i_a,
	input [15:0] i_b,
	input i_vld,
	output reg o_exception,
	output reg [15:0] o_res,
	output reg o_vld
);
wire w_sign;
wire [7:0] w_shift;
wire [7:0] w_exp_a;
wire [15:0] w_divisor;
wire [15:0] w_op_a;
wire [15:0] w_Intermediate_X0;
wire [15:0] w_Iteration_X0;
wire [15:0] w_Iteration_X1;
wire [15:0] w_Iteration_X2;
wire [15:0] w_Iteration_X3;
wire [15:0] w_solution;
wire [15:0] w_reciprocal;
wire [7:0] w_exponent;
wire w_exception ;
wire [15:0] w_res;
assign w_exception = (&i_a[14:7]) | (&i_b[14:7]);
assign w_sign = i_a[15] ^ i_b[15];
assign w_divisor = {1'b0,8'd126,i_b[6:0]};
always @(posedge i_clk)
begin
	if(i_rst)
	begin
		o_exception <= 0;
		o_vld <= 0;
		o_res <= 16'd0;
	end
	else
	begin	
		o_exception <= w_exception;
		o_vld <= i_vld;
		o_res <= w_res;
	end
end
multiplication m0(.i_a(16'hC00B),.i_b(w_divisor),.int8_ip(1'b0),.o_res(w_Intermediate_X0));
adder_single_cycle a0(.i_a(w_Intermediate_X0),.i_b(16'h4034),.int8_ip(1'b0),.o_res(w_Iteration_X0));
Iteration x1(w_Iteration_X0,w_divisor,w_Iteration_X1);
Iteration x2(w_Iteration_X1,w_divisor,w_Iteration_X2);
Iteration x3(w_Iteration_X2,w_divisor,w_Iteration_X3);
assign w_exponent = w_Iteration_X3[14:7]+8'd126-i_b[14:7];
assign w_reciprocal = {i_b[15],w_exponent,w_Iteration_X3[6:0]};
multiplication last(.i_a(w_reciprocal),.i_b(i_a),.int8_ip(1'b0),.o_res(w_solution));
assign w_res = {w_sign,w_solution[14:0]};
endmodule
module Iteration(
	input [15:0] i_operand_1,
	input [15:0] i_operand_2,
	output [15:0] o_solution
	);
wire [15:0] w_Intermediate_Value1,w_Intermediate_Value2;
multiplication m1(.i_a(i_operand_1),.i_b(i_operand_2),.int8_ip(1'b0),.o_res(w_Intermediate_Value1));
adder_single_cycle a1(.i_a(16'h4000),.i_b({1'b1,w_Intermediate_Value1[14:0]}),.int8_ip(1'b0),.o_res(w_Intermediate_Value2));
multiplication m2(.i_a(i_operand_1),.i_b(w_Intermediate_Value2),.int8_ip(1'b0),.o_res(o_solution));
endmodule 
module multiplication(clk,rst,i_a,i_b,i_vld,int8_ip,exception,overflow,underflow,o_res,o_res_vld);
input clk,rst;
input int8_ip;
input i_vld;
input [15:0] i_a,i_b;
output exception,overflow,underflow;
output reg [15:0] o_res;
output reg o_res_vld;
wire sign,round,normalised,zero;
wire [8:0] exponent,sum_exponent;
wire [6:0] product_mantissa;
wire [7:0] op_a,op_b;
wire [15:0] product,product_normalised,res; 
wire int8,sign_int8;
wire [15:0] a,b;
always @(posedge clk)
begin
	if(rst)
	begin
		o_res <= 16'd0;
		o_res_vld <= 1'b0;
	end
	else 
	begin
		o_res <= res;
		o_res_vld <= i_vld;
	end
end
assign a = i_a;
assign b = i_b;
assign int8 = int8_ip;
assign sign = a[15] ^ b[15];
assign sign_int8 = a[7] ^ b[7];  
assign exception = (&a[14:7]) | (&b[14:7]);								
assign op_a = (int8 ?(a[7] ? -(a[7:0]) : a[7:0] ) : |(a[14:7]) ? {1'b1,a[6:0]} : {1'b0,a[6:0]});		  
assign op_b = (int8 ?(b[7] ? -(b[7:0]) : b[7:0] ) : |(b[14:7]) ? {1'b1,b[6:0]} : {1'b0,b[6:0]});
assign product = op_a * op_b ;	 
assign round = |product_normalised[6:0]; 
assign normalised = product[15] ? 1'b1 : 1'b0;
assign product_normalised = normalised ? product : product << 1;								
assign product_mantissa = product_normalised[14:8] + (product_normalised[7] & round); 
assign sum_exponent = a[14:7] + b[14:7];
assign exponent = sum_exponent - 8'd127 + normalised;
assign overflow =(int8 ? ((!sign_int8) & product>16'd127) : (exponent[8] & !exponent[7]) & !zero) ;
assign underflow =(int8 ? (sign_int8 & product>16'd128) : (exponent[8] & exponent[7]) & !zero); 							
assign res = (overflow ?(int8 ? {8'b0,8'h7F} : {sign,8'hFF,7'b0} ) : underflow ? (int8 ? {8'b0,8'h80} : {sign,15'b0}) : int8 ?(sign_int8 ? {8'b0,-(product[7:0])} : {8'b0,product[7:0]}): exception ? 16'b0 : {sign,exponent[7:0],product_mantissa});
endmodule

===== flow/run.sh =====
#!/bin/bash
# OpenROAD 26Q1-2900-gdf79404cd8, Yosys 0.63+post, stock flow scripts
make -C /OpenROAD-flow-scripts/flow DESIGN_CONFIG=/design/flow/config.mk WORK_HOME=/design/flow/orfs finish

==> out/metrics.yaml <==
routed_wire_length_per_instance_microns: 9.24
arrival_ns: 0.75
max_cap_violations: 0
layoutNonFillerInstCount: 101
fin_worst_hold_slack_ns: 0.540
met1_length_microns: 360
end_kind: "output pin"
drive_gt1_share_pct: 5.45
grt_pass1_vias: 291
drtIter0Drc: 2
crit_fanout: 1
grt_max_degree: 4
cp.buffers_inverters: 1
topRoutingLayerUsed: "met4"
ys.flops: 3
drt-pass1-iter-count: 2
fillCellCount: 397
cts_sinks: 3
grt_setup_unrepaired: "false"
mux_share_pct: 0
vdd_drop_max_mv: 0.157
place.gp.congestion: 0.758
clock_path_buffers: 2
areaGrowthSynthToFinish_pct: 105
io_buffer_count: 23
power_density_nw_per_um2: 894
hold_buffers: 0
p_leak_nw: 0.211
io_pins: 53
crit_slowest_cell: "dfxtp_1"
cp_data_required_time_ns: 0.80
netlist_instances: 29
htreeDepth: 1
register_area_sq_um: 60.1
finalHoldViolations: 0
place_ws_ns: -0.0654
coreArea_sq_um: 3420
synth_chip_area_sq_um: 238
cts_made_buffers: 3
dp_cells: 97
yosysWarnings: 37
max_stage_delay_ns: 0.28
die_y_microns: 80
outcome: "complete, no violations"
setup_tns_ns: 0
hold_path.class: "primary input to register"
ys_types: 8
setup_ws_ns: 0.0548
via_per_inst: 2.41
ys_sh_simple_pct: 17.9
grt_pass1_wl_microns: 1320
timing.fmax_ghz: 1.06
start_kind: "register"
ys_sh_adder_pct: 0
antennaDiodeCount: 0
grt_use_total_pct: 2.55
top_area_share_pct: 47.4
warnings: 39
post-route-util_pct: 14.3
report.final.slew_viol_count: 0
vias: 243
die_w_microns: 80
area_leaders: "buf_4 47%, dfxtp_1 25%, nand4_1 11%"
min_period_over_period_pct: 94.5
ys_cells: 29
synth_area_per_cell_sq_um: 8.20
path_cells: "dlygate4sd2_1"
clk_pin_slew_ns: 0.04
cts_tree: "yes"
dieArea_sq_um: 6400
drc: 0
xor_area_share_pct: 3.68
cp_top_family: "flip-flops"
cts-root-buf: "clkbuf_4"
period_needed_ns: 0.945
synthesis.area_sq_um: 238
critPathKind: "register to output pin"
aoi_share_pct: 4.21
wirelength_microns: 933
antenna_found_initial: 0
wl_met2_microns: 424
setup_viol: 0
wl_met3_microns: 127
ant_nets: 0
overflow: 0
logic_area_sq_um: 118
fp_util_pct: 6.96
yosysTopAreaCell: "buf_4"
synthTopLogicFamily: "buffers and inverters"
cts_resized: 3
rows: 21
ys_seq_share_pct: 25.3
post_cts_buffers: 0
==> synth_stat cells, drive strengths merged <==
| library cell | count |
|---|---|
| nor2b | 1 |
| xnor2 | 1 |
| dfxtp | 3 |
| nand4 | 4 |
| buf | 15 |
| nor2 | 3 |
| conb | 1 |
| o21ba | 1 |
==> registers in the layout, summed over array words and instances (netlist names) <==
signal,cells
o_res,1
o_vld,1
o_exception,1
==> logic make-up (layout without fill, tap and decap cells) <==
| family | after synthesis | after routing |
|---|---|---|
| AND-OR/OR-AND | 1 | 1 |
| XOR/XNOR | 1 | 1 |
| buffers and inverters | 15 | 27 |
| flip-flops | 3 | 3 |
| other | 1 | 15 |
| AND/OR/NAND/NOR | 8 | 8 |
==> final cells by class <==
type / count / share of cell area, %
Sequential cell: 3 / 12.3
Timing Repair Buffer: 23 / 46.4
Clock buffer: 4 / 5.38
Tap cell: 46 / 11.8
Multi-Input combinational cell: 25 / 24.1
==> stage by stage <==
step	power [mW]	instance area, sq um
finish	0.436	488
global route	0.469	488
CTS	0.453	488
detailed placement	0.235	465
global placement	0.235	465
floorplan	0.178	290
==> path summary, 6_finish.rpt <==
kind              cells past startpoint                 start  slack, ns               end
setup / recovery                      1  o_res[15]$_SDFF_PP0_       0.05         o_res[15]
hold / removal                        2                 i_vld       0.54  o_vld$_SDFF_PP0_
==> layout by cell type (no fill, tap or decap) <==
master,instances
clkbuf_1,1
clkbuf_4,3
clkdlybuf4s50_1,20
conb_1,15
dfxtp_1,3
dlygate4sd2_1,3
nand4_1,4
nor2_1,3
nor2b_1,1
o21ba_1,1
xnor2_1,1
==> routing by layer <==
metal	GRT usage, %	up-vias
met2	4.01	24
met4	1.06	0
met5	0	-
met3	1.14	2
met1	2.92	101
li1	-	116
==> power by group <==
part	total [mW]	internal, mW	switching, mW
clock network	0.210	0.149	0.0609
registers	0.127	0.126	0.000991
logic	0.0989	0.0791	0.0198
Power figures rest on the tool's default switching activity, not on a simulated workload.
